[./config.mk]
export PLATFORM = sky130hd
export DESIGN_NAME = Addr1_counter
export DESIGN_NICKNAME = Addr1_counter
export VERILOG_FILES = /design/flow/design.v
export SDC_FILE = /design/flow/constraint.sdc
export NUM_CORES = 4
export LEC_CHECK = 1
export CORE_AREA = 10 10 95 95
export DIE_AREA = 0 0 105 105
[./constraint.sdc]
current_design Addr1_counter

set clk_period 3.6
set clk_io_pct 0.2

create_clock -name clk0 -period $clk_period [get_ports {clk}]

set non_clock_inputs [all_inputs -no_clocks]
set_input_delay [expr $clk_period * $clk_io_pct] -clock clk0 $non_clock_inputs
set_output_delay [expr $clk_period * $clk_io_pct] -clock clk0 [all_outputs]
[./design.v]
`timescale 1fs/1fs
module Addr1_counter(Addr1, clk, ResetAddr1, IncAddr1,);
  input clk, ResetAddr1, IncAddr1 ;
  wire clk, ResetAddr1, IncAddr1 ;
  output [19:0] Addr1;
  reg [19:0] Addr1;
  initial
  begin
    Addr1 = 0;
  end
  always @(posedge clk)
  begin
    if(ResetAddr1 == 1) begin
      Addr1 <= 0;
    end
    else begin
      Addr1 <= Addr1 + IncAddr1;
    end
  end
endmodule
[./run.sh]
#!/bin/bash
# OpenROAD 26Q1-2900-gdf79404cd8, Yosys 0.63+post, stock flow scripts
make -C /OpenROAD-flow-scripts/flow DESIGN_CONFIG=/design/flow/config.mk WORK_HOME=/design/flow/orfs finish
==> flow_metrics.env <==
# yosys + openroad results
export IMPL_placed_area_um2=1210
export IMPL_setup_slack_ps=1180
export IMPL_antenna_found_initial=0
export IMPL_worstPathCellList="clkdlybuf4s50_1 > ha_1 > ha_1 > and4_1 > nand3_1 > or3_1 > a21oi_1"
export IMPL_power_internal_uw=380
export IMPL_yosysCellCount=94
export IMPL_crit_path_max_incr_delay_ps=490
export IMPL_cts_sinks=20
export IMPL_drc=0
export IMPL_place_gp_congestion=0.730
export IMPL_cp_data_required_time_ps=3780
export IMPL_tns_ps=0
export IMPL_overflow=0
export IMPL_post_drt_wl_per_cell_um=10.2
export IMPL_drt_first_pass_iters=4
export IMPL_die_w_um=105
export IMPL_core_area_um2=6910
export IMPL_top_register="Addr1"
export IMPL_cts_clk_slew_worst_paths_ps=80
export IMPL_grtUsageMet1_pct=5.57
export IMPL_min_path_type="flip-flop to flip-flop"
export IMPL_path_max_fanout=5
export IMPL_slowest_stage="clkdlybuf4s50_1"
export IMPL_cpMostUsedCell="ha_1"
export IMPL_cts_htree_levels=1
export IMPL_cts_tree="done"
export IMPL_topCellsByArea="dfxtp_1 (46%), xor2_1 (9.0%), nor2_1 (4.7%), ha_1 (4.3%), a21oi_1 (4.0%)"
export IMPL_synthArstFlopShare_pct=0
export IMPL_vias_per_cell=3.38
export IMPL_regToRegEndpoint="Addr1[16]$_SDFF_PP0_"
export IMPL_ys_warn_count=1
export IMPL_r2r_cells=6
export IMPL_post_cts_resized=0
export IMPL_slew_headroom_pct=50.1
export IMPL_cts_buffers=3
export IMPL_netlist_area_um2=876
export IMPL_largest_reg_flops=20
export IMPL_arrival_ps=2590
export IMPL_area_growth_pct=46.1
export IMPL_ir_worst_vdd_uv=273
export IMPL_ant_nets=0
export IMPL_p_switching_uw=81.0
export IMPL_first_global_vias=670
export IMPL_grt_util_met2_pct=5.74
export IMPL_grt_setup_unrepaired="no"
export IMPL_drv_cap=0
export IMPL_top_cell="dfxtp_1"
export IMPL_p_leak_nw=0.419
export IMPL_synthCells=94
export IMPL_reg2reg_from="Addr1[0]$_SDFF_PP0_"
export IMPL_die_area_um2=11000
export IMPL_seqPwrFrac_pct=49.0
export IMPL_clkPwrFrac_pct=48.0
export IMPL_swShare_pct=17.6
export IMPL_worstMarginPinSlew_ps=747
export IMPL_period_used_pct=67.1
export IMPL_post_cts_buffers=0
export IMPL_netlist_top_cells_count="dfxtp_1 (20), nor2_1 (11), xor2_1 (9), a21oi_1 (7)"
export IMPL_clock_root_buffer="clkbuf_8"
export IMPL_status="completed"
export IMPL_grt_use_total_pct=3.92
export IMPL_holdBufCountCts=0
export IMPL_cts_buffer_depth=2
export IMPL_synth_flops=20
export IMPL_grt_pass1_wl_mm=3.53
export IMPL_avgSynthCellArea_um2=9.32
export IMPL_num_fill_cells=776
export IMPL_io_buffers=22
export IMPL_largestRegisters="Addr1 (20)"
export IMPL_synth_cell_types=21
export IMPL_drtIter0Drc=53
export IMPL_via_count=724
export IMPL_p_per_area_nw_per_um2=360
export IMPL_critical_path_class="primary input to flip-flop"
export IMPL_warning_count=26
export IMPL_finalMaxSlewViolations=0
export IMPL_report_final_hold_viol_count=0
export IMPL_grt_busiest_layer="met2"
export IMPL_rows=30
export IMPL_largest_area_cell="dfxtp_1"
export IMPL_postSynthSeqShare_pct=45.7
export IMPL_ys_flop_type="dfxtp_1"
export IMPL_startpoint="IncAddr1"
export IMPL_r2r_setup_slack_ps=1780
export IMPL_post_place_ws_ps=955
export IMPL_edf_count=0
export IMPL_boundaryPins=23
export IMPL_cp_end_kind="flip-flop"
export IMPL_skew_ps=7.09
export IMPL_fmax_mhz=414
export IMPL_die_h_um=105
export IMPL_antenna_cells=0
export IMPL_whs_ps=482
export IMPL_use_met3_pct=1.55
export IMPL_startpoint_type="primary input"
export IMPL_min_period_ps=2420
export IMPL_drive_gt1_share_pct=9.32
export IMPL_fin_area_um2=1280
export IMPL_clock_latency_ps=260
export IMPL_hpwl_mm=1.74
export IMPL_routed_wl_mm=2.19
export IMPL_p_comb_share_pct=3.1
export IMPL_top_cell_area_share_pct=45.7
export IMPL_setup_viol=0
export IMPL_ys_area_um2=876
export IMPL_endpoint="Addr1[16]$_SDFF_PP0_"
export IMPL_fp_util_pct=12.7
export IMPL_grt_max_degree=21
-- cells by family (layout without fill, tap and decap cells) --
family          Yosys count  in the layout  share of synthesized area (%)
xor+xnor                 11             11                           11.0
fa+ha+maj                 3              3                           4.29
flops                    20             20                           45.7
simple gates             42             42                           29.0
compound gates           14             14                           8.29
buf+inv                   4             28                           1.71
-- area by class of cell --
cell class	count	area (um2)	share of cell area, %
sequential	20	400	31.3
clock buffer	3	41.3	3.23
timing repair buffer	22	220	17.2
tap	96	120	9.38
clock inverter	1	30.0	2.35
multi-input combinational	70	460	36.0
inverter	2	7.51	0.587
-- worst min path at each step --
stage,end,startpoint,depth (start not counted)
finish,Addr1[19]$_SDFF_PP0_,Addr1[19]$_SDFF_PP0_,2
global route,Addr1[19]$_SDFF_PP0_,Addr1[19]$_SDFF_PP0_,2
CTS,Addr1[19]$_SDFF_PP0_,Addr1[19]$_SDFF_PP0_,2
-- critical path: cells and delay by family --
family,cells,cell delay [ps]
AOI/OAI and AO/OA,1,150
adders and majority gates,2,340
buffers and inverters,1,490
and+or+nand+nor,3,900
-- cell usage in the layout (no fill, tap or decap), drive strengths merged, types with 3 or more instances in the layout --
master,n
nand3,6
o21ai,6
a21oi,7
xor2,9
nand2,4
nor2,11
dfxtp,20
nand4,6
or3,6
clkdlybuf4s50,22
and4,4
clkbuf,3
ha,3
-- stage by stage --
| stage | std cells | utilization, % | power, mW |
|---|---|---|---|
| after floorplan | 94 | - | 0.237 |
| after CTS | 214 | 18.5 | 0.468 |
| final | 214 | 18.5 | 0.461 |
| after global placement | 210 | 17.5 | 0.245 |
| after global routing | 214 | 18.5 | 0.479 |
| after detailed placement | 210 | 17.5 | 0.246 |
-- layer usage --
layer  part of all wire [%]  routed length, um  vias up
met2                     43                940       16
met1                     51               1120      322
met5                      0                  0        -
li1                       -                  -      386
met4                      0                  0        0
met3                    6.1                133        0
-- power groups by stage --
stage / Clock, mW / Sequential, mW / Combinational (mW)
global route: 0.236 / 0.226 / 0.0169
finish: 0.221 / 0.226 / 0.0142
CTS: 0.228 / 0.226 / 0.0148
Power and IR drop assume default switching activity.
