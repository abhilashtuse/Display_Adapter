`/design/flow/run.sh`:
```
#!/bin/bash
# OpenROAD 26Q1-2900-gdf79404cd8, Yosys 0.63+post, stock flow scripts
make -C /OpenROAD-flow-scripts/flow DESIGN_CONFIG=/design/flow/config.mk WORK_HOME=/design/flow/orfs finish
```
`/design/flow/config.mk`:
```
export PLATFORM = sky130hd
export DESIGN_NAME = line_counter
export DESIGN_NICKNAME = line_counter
export VERILOG_FILES = /design/flow/design.v
export SDC_FILE = /design/flow/constraint.sdc
export NUM_CORES = 4
export LEC_CHECK = 1
export CORE_AREA = 10 10 70 70
export DIE_AREA = 0 0 80 80
```
`/design/flow/constraint.sdc`:
```
current_design line_counter

set clk_period 2.9
set clk_io_pct 0.2

create_clock -name clk0 -period $clk_period [get_ports {clk}]

set non_clock_inputs [all_inputs -no_clocks]
set_input_delay [expr $clk_period * $clk_io_pct] -clock clk0 $non_clock_inputs
set_output_delay [expr $clk_period * $clk_io_pct] -clock clk0 [all_outputs]
```
`/design/flow/design.v`:
```
`timescale 1fs/1fs
module line_counter(LineOut, clk, ResetLine, IncLine,);
  input clk, ResetLine, IncLine ;
  wire clk, ResetLine, IncLine ;
  output [9:0] LineOut;
  reg [9:0] LineOut = 0;
  initial
  begin
    LineOut = 0;
  end
  always @(posedge clk )
  begin
    if(ResetLine == 1) begin
      LineOut <= 0;
    end
    else begin
      LineOut <= LineOut + IncLine;
    end
  end
endmodule
```
==> run notes <==
yosys + openroad results -> cell type with the largest total area=dfxtp_1, Die ar.=0.00640 mm^2, antenna violations before repair=0, Setup Buffers After CTS=0, fmax=519 MHz, cell area power density=around 440 mW/mm^2, Synth top area share=46.4%, Yosys Instances=46, Pint=227 uW, top cells, area=dfxtp_1, ha_1, nor2b_1, RSZ-0062 raised after global routing=no, Critical Path RT=3.05 ns, share of layout cells above drive strength 1=13.1%, Clock transition at path regs=~0.060 ns, # DRC=0, Leak Pwr=0.222 nW, Max rail drop VDD=0.125 mV, Final Setup Violations=0, Final TNS setup=0 ns, most frequent logic cell in the layout=clkdlybuf4s50_1, largest registers=LineOut: 10 flops, worst skew pair latency=0.26 ns, Max-slew headroom=70.9%, M3 GR Usage=2.61%, min Tclk post-route=around 1.9 ns, combinational share of power=under 10%, Die Span Y=80 um, number of iterations in the first detailed-routing pass=4, Max Cap Viol=0, Core Region=approximately 0.0034 mm^2, CTS tree=yes, period utilisation layout=66.4%, P&R area growth vs syn=48.7%, CP Data Arrival Time=roughly 2.1 ns, Flop pwr share=50.9%, final hold violations=0, CP Capture Type=flip-flop, Post-DRT Antenna Nets=0, IO Count=13, count of warnings emitted by yosys=1, Clock Path Buffers=2, pin count of the biggest net entering global routing=13, status=finished clean, RD Place Congestion=a little under 0.7, CTS sink cnt=10, row count=21, CTS Hold Bufs=0, largest register by flop count=LineOut, CP Class=primary input to flip-flop, Setup Skew=around 0.0012 ns, Chip Width=80 um, GRT busiest layer=met1, Total GRT Usage=3.30%, vias in the first global route=roughly 330, Pre-Place Util=12.6%, max-slew violation count=0, Post-synth regs=10, Mapped Cells=46, via/cell ratio=3.57, first-pass GRT wire length=1640 um, CTS buffer count=3, initial drt markers=46, met2 Usage GRT=between 4 and 5%, clock root cell=clkbuf_4, max reg flops=10, post-synthesis sequential area ratio=46.4%, Pwr Total=281 uW, worst hold-check path type=flip-flop to flip-flop, clock group share of total power=43.3%, # H-tree levels=1, sw frac=between 10% and 20%, CP Launch Type=primary input, DP Wirelength=801 um, wire per inst=9.62 um, critical path fanouts, max=3, most frequent logic cells in the routed design=clkdlybuf4s50_1, dfxtp_1, nor2_1, Chip Area, Yosys=432 um^2, Log Warnings=25, synthesized area=around 430 um^2, pin slew with the least headroom to its limit=0.435 ns, Total Routed Length=1030 um, met1 Usage GRT=approximately 4.6%, average size of a mapped cell=roughly 9.4 um^2, switching power=53.9 uW, synth unique cells=21, Resize count post-CTS=0, routed via count=382, gr ovfl total=0, IO Port Bufs=12, Ant. Diodes=0
path summary, 6_finish.rpt:
check | from | to | slack [ns] | depth (start not counted)
setup / recovery | IncLine | LineOut[6]$_SDFF_PP0_ | 0.97 | 6
hold / removal | LineOut[7]$_SDFF_PP0_ | LineOut[7]$_SDFF_PP0_ | 0.51 | 2
setup reg to reg | LineOut[0]$_SDFF_PP0_ | LineOut[6]$_SDFF_PP0_ | 1.41 | 5
hold reg to reg | LineOut[7]$_SDFF_PP0_ | LineOut[7]$_SDFF_PP0_ | 0.51 | 2
layer usage:
| layer | wire, um | vias up |
|---|---|---|
| met3 | 175 | 0 |
| met4 | 0 | 0 |
| li1 | - | 190 |
| met5 | 0 | - |
| met2 | 400 | 21 |
| met1 | 453 | 171 |
cell families after synthesis:
family	after synthesis	synth area share, %
fa+ha+maj	2	5.80
mux	2	5.22
xor+xnor	3	6.09
buf+inv	3	2.61
simple gates	20	26.4
compound gates	6	7.54
flops	10	46.4
final cells by class:
class | count | area (um^2)
Clock buffer | 4 | 36.3
Inverter | 2 | 7.51
Tap cell | 46 | 57.6
Multi-Input combinational cell | 33 | 220
Sequential cell | 10 | 200
Fill cell | 393 | 2770
Timing Repair Buffer | 12 | 120
power groups by stage:
stage	Sequential [mW]	Combinational, mW	Clock (mW)
CTS	0.143	0.0170	0.126
global route	0.144	0.0187	0.134
finish	0.143	0.0163	0.121
cell usage after synthesis:
cell type,n
clkbuf_1,1
and3_1,1
inv_2,1
a21oi_1,3
nand4_1,1
inv_1,1
ha_1,2
nor4_1,1
nand4_2,1
nor2b_1,4
o21ai_0,2
or3_1,2
or4_1,1
dfxtp_1,10
xor2_1,1
mux2_2,2
nand3_1,3
o31ai_1,1
nor2_1,5
nand2_1,1
xnor2_1,2
worst max-delay path, stage by stage:
cell and delay, ns:
clkdlybuf4s50_1 0.41, ha_1 0.24, ha_1 0.23, and3_1 0.22, nand3_1 0.09, mux2_2 0.32
through the flow:
step	setup WS [ns]	util, %	hold slack [ns]	cells	cell area (um^2)
after CTS	0.971	18.8	0.499	107	642
after global routing	0.891	18.8	0.522	107	642
after floorplan	1.17	-	0.454	46	432
final	0.973	18.8	0.508	107	642
after global placement	0.711	17.7	0.484	103	606
after detailed placement	0.688	17.7	0.488	103	606
Power is estimated from default activity; no workload was simulated.
