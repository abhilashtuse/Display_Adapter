## /design/flow/design.v

```verilog
`timescale 1fs/1fs
module Addr0_counter(Addr0, clk, ResetAddr0, IncAddr0,);
  input clk, ResetAddr0, IncAddr0;
  wire clk, ResetAddr0, IncAddr0;
  output [19:0] Addr0;
  reg [19:0] Addr0 = 0;
  initial
  begin
    Addr0 = 0;
  end
  always @(posedge clk)
  begin
    if(ResetAddr0 == 1) begin
      Addr0 <= 0;
    end
    else begin
      Addr0 <= Addr0 + IncAddr0;
    end
  end
endmodule
```

## /design/flow/run.sh

```bash
#!/bin/bash
# OpenROAD 26Q1-2900-gdf79404cd8, Yosys 0.63+post, stock flow scripts
make -C /OpenROAD-flow-scripts/flow DESIGN_CONFIG=/design/flow/config.mk WORK_HOME=/design/flow/orfs finish
```

## /design/flow/config.mk

```make
export PLATFORM = sky130hd
export DESIGN_NAME = Addr0_counter
export DESIGN_NICKNAME = Addr0_counter
export VERILOG_FILES = /design/flow/design.v
export SDC_FILE = /design/flow/constraint.sdc
export NUM_CORES = 4
export LEC_CHECK = 1
export CORE_AREA = 10 10 95 95
export DIE_AREA = 0 0 105 105
```

## /design/flow/constraint.sdc

```tcl
current_design Addr0_counter

set clk_period 4.8
set clk_io_pct 0.2

create_clock -name clk0 -period $clk_period [get_ports {clk}]

set non_clock_inputs [all_inputs -no_clocks]
set_input_delay [expr $clk_period * $clk_io_pct] -clock clk0 $non_clock_inputs
set_output_delay [expr $clk_period * $clk_io_pct] -clock clk0 [all_outputs]
```

==> results.json <==
{
  "outcome": "completed",
  "fin_ws_ns": 2.16,
  "crit_path_start_kind": "primary input",
  "grt.overflow.total": 0,
  "top_register": "Addr0",
  "ys_async_sr_fraction_pct": 0,
  "synth.most_common_cell": "dfxtp_1",
  "tool_warnings": 26,
  "syn_inst": 94,
  "flop_cell": "dfxtp_1",
  "antenna-diode-count": 0,
  "rows": 30,
  "die_x_um": 105,
  "max_freq_mhz": 379,
  "edf_count": 0,
  "maxCapViolCount": 0,
  "path_class": "primary input to register",
  "place_ws_ns": 1.92,
  "wl_per_cell_um": 10.3,
  "root_buffer": "clkbuf_8",
  "top_area_cell": "dfxtp_1",
  "slew_headroom_pct": 50.2,
  "fin_crit_ns": 2.64,
  "fin_crit_sh_pct": 54.9,
  "cts_sinks": 20,
  "cp.required_ns": 4.98,
  "largest_reg_flops": 20,
  "ant_nets": 0,
  "htree_levels": 1,
  "max-vdd-ir-drop_mv": 0.156,
  "worst_pin_slew_ns": 0.745,
  "die.size.y_um": 105,
  "p_per_area_nw_per_um2": 272,
  "critPathMaxFanout": 5,
  "syn-cell-area_um2": 876,
  "cts_buffer_depth": 2,
  "gp_congestion": 0.726,
  "dr_total_vias": 716,
  "grt_pass1_vias": 682,
  "cp.arrival_ns": 2.82,
  "clkTransAtPathRegs_ns": 0.08,
  "fp-utilization_pct": 12.7,
  "yosysWarnings": 1,
  "hold_viol_final": 0,
  "cts_buffers": 3,
  "post_cts_resized": 0,
  "design.core.area_um2": 6910,
  "logic_area_um2": 460,
  "antenna_found_initial": 0,
  "firstDrtPassIters": 4,
  "rsz0062_at_grt": "false",
  "final_max_slew_viol_count": 0,
  "drt_iter0_markers": 64,
  "reg.largest.list": "Addr0 x20",
  "yosys_area_um2": 876,
  "setup_viol": 0,
  "ys_ff": 20,
  "yosys.area.top_type_share_pct": 45.7,
  "topCellsByArea": "dfxtp_1 46%, xor2_1 9.0%, nor2_1 4.7%",
  "hold_slack_ns": 0.478,
  "p_leak_uw": 0.000419,
  "post_cts_buffers": 0,
  "area_delta_synth_final_pct": 46.1,
  "final.setup.tns_ns": 0,
  "avgSynthCellArea_um2": 9.32,
  "clock_latency_ns": 0.26,
  "grtUsageTotal_pct": 4.07,
  "r2r_setup_slack_ns": 2.99,
  "ys_cells": 94,
  "grt_pass1_wl_mm": 3.72,
  "ys_seq_share_pct": 45.7,
  "synth.distinct_cells": 21,
  "grt_max_degree": 21,
  "cts_hold_buf": 0,
  "drive_gt1_share_pct": 9.32,
  "routed_wl_mm": 2.20,
  "hold_class": "register to register",
  "die-area_um2": 11000,
  "drc": 0,
  "ios": 23,
  "nFillCells": 768,
  "end_kind": "register",
  "regArea_um2": 400,
  "cts_tree": "built",
  "fin_skew_ns": 0.00448,
  "viasPerCell": 3.35,
  "numPortBuffers": 22,
  "dpl.hpwl_mm": 1.72,
  "yosys-top-cells-count": "20 x dfxtp_1, 11 x nor2_1, 9 x xor2_1",
  "power.total_uw": 349
}
==> metal layers <==
metal  GRT usage, %  share of wire (%)  vias up
li1               -                  -      383
met1           5.94                 52      317
met2           5.69                 41       16
met3           1.74                6.8        0
met4          0.196                  0        0
met5              0                  0        -
==> final timing paths <==
| path | start | end | cells past startpoint |
|---|---|---|---|
| max | IncAddr0 | Addr0[16]$_SDFF_PP0_ | 7 |
| min | Addr0[19]$_SDFF_PP0_ | Addr0[19]$_SDFF_PP0_ | 2 |
| max reg2reg | Addr0[0]$_SDFF_PP0_ | Addr0[16]$_SDFF_PP0_ | 6 |
| min reg2reg | Addr0[19]$_SDFF_PP0_ | Addr0[19]$_SDFF_PP0_ | 2 |
==> critical path, stage by stage <==
cell,delay (ns)
clkdlybuf4s50_1,0.49
ha_1,0.15
ha_1,0.19
and4_1,0.29
nand3_1,0.19
or3_1,0.40
a21oi_1,0.15
==> power by group <==
group	leakage, µW	total [µW]	internal (µW)	switching (µW)
Clock	0.0000357	168	111	57.2
Sequential	0.000161	169	168	1.73
Combinational	0.000222	10.7	6.27	4.47
==> layout by cell type (no fill, tap or decap) <==
cell and instances:
clkdlybuf4s50_1 22, nand3_1 6, nor2b_1 2, inv_1 2, xor2_1 9, ha_1 3, dfxtp_1 20, or3_1 2
or4_1 1, nand2_1 4, xnor2_1 2, and2_1 2, and4_1 2, nand4_1 5, o21ai_0 6, clkbuf_8 3
a21oi_1 7, nor2_1 11, nand4_4 1, and4_4 2, or3_2 4, bufinv_16 1, o31ai_1 1
==> layout make-up <==
class	instances	area share, %
inverter	2	0.587
multi-input combinational	70	36.0
clock buffer	3	3.23
tap	96	9.38
timing repair buffer	22	17.2
clock inverter	1	2.35
sequential	20	31.3
==> kinds of logic after synthesis <==
kind of cell               Yosys count  synth area share [%]
buffers and inverters                4                  1.71
DFF                                 20                  45.7
and+or+nand+nor                     42                  29.0
xor gates and xnor gates            11                  11.0
adders and majority gates            3                  4.29
AOI/OAI and AO/OA                   14                  8.29
==> metrics by stage <==
| stage | instances | instance area [µm²] | util (%) |
|---|---|---|---|
| after global placement | 210 | 1210 | 17.5 |
| final | 214 | 1280 | 18.5 |
| after floorplan | 94 | 876 | - |
| after global routing | 214 | 1280 | 18.5 |
| after CTS | 214 | 1280 | 18.5 |
| after detailed placement | 210 | 1210 | 17.5 |
Power figures rest on the tool's default switching activity, not on a simulated workload.
